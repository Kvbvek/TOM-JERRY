### design.v
interface pos_if;
        logic [9:0] x, y;
        modport in (input x, y);
        modport out (output x, y);
endinterface
 import vga_pkg::*;
interface vga_if;
        logic [10:0] vcount, hcount;
        logic [11:0] rgb;
        logic vsync, vblnk, hsync, hblnk;
        modport in (input vcount, hcount, vsync, hsync, vblnk, hblnk, rgb);
        modport out (output vcount, hcount, vsync, hsync, vblnk, hblnk, rgb);
endinterface
interface vga_if_norgb;
        logic [10:0] vcount, hcount;
        logic vsync, vblnk, hsync, hblnk;
        modport in (input vcount, hcount, vsync, hsync, vblnk, hblnk);
        modport out (output vcount, hcount, vsync, hsync, vblnk, hblnk);
endinterface
 package game_pkg;
   localparam COLOR_PINK = 12'hf_6_f;
    localparam NUMBER_WIDTH = 22;
    localparam NUMBER_HEIGHT = 36;
    localparam NUMBER_BG_COLOR = 12'hf_f_f;
    localparam TOM_WIDTH = 32;
    localparam TOM_HEIGHT = 50;
    localparam TOM_BG_COLOR = COLOR_PINK;
    localparam JERRY_WIDTH = 25;
    localparam JERRY_HEIGHT = 32;
    localparam JERRY_BG_COLOR = 12'hf_7_f;
    localparam CHEESE_WIDTH = 25;
    localparam CHEESE_HEIGHT = 18;
    localparam CHEESE_BG_COLOR = 12'hf_f_f;
    localparam P1_X_START = 180;
    localparam P1_X_END = 650;
    localparam P1_Y_START = 595;
    localparam P1_Y_END = 600;
    localparam P1_Y_COLLISION = 598;
    localparam P1_LENGTH = 470;
    localparam P2_X_START = 780;
    localparam P2_X_END = 920;
    localparam P2_Y_START = 595;
    localparam P2_Y_END = 600;
    localparam P2_Y_COLLISION = 598;
    localparam P2_LENGTH = 140;
    localparam P3_X_START = 60;
    localparam P3_X_END = 250;
    localparam P3_Y_START = 455;
    localparam P3_Y_END = 460;
    localparam P3_Y_COLLISION = 458;
    localparam P3_LENGTH = 190;
    localparam P4_X_START = 500;
    localparam P4_X_END = 600;
    localparam P4_Y_START = 455;
    localparam P4_Y_END = 460;
    localparam P4_Y_COLLISION = 458;
    localparam P4_LENGTH = 100;
    localparam P5_X_START = 600;
    localparam P5_X_END = 900;
    localparam P5_Y_START = 315;
    localparam P5_Y_END = 320;
    localparam P5_Y_COLLISION = 318;
    localparam P5_LENGTH = 300;
    localparam P6_X_START = 125;
    localparam P6_X_END = 450;
    localparam P6_Y_START = 265;
    localparam P6_Y_END = 270;
    localparam P6_Y_COLLISION = 268;
    localparam P6_LENGTH = 325;
    localparam P7_X_START = 650;
    localparam P7_X_END = 750;
    localparam P7_Y_START = 70;
    localparam P7_Y_END = 75;
    localparam P7_Y_COLLISION = 73;
    localparam P7_LENGTH = 100;
    localparam P8_X_START = 3;
    localparam P8_X_END = 25;
    localparam P8_Y_START = 350;
    localparam P8_Y_END = 355;
    localparam P8_Y_COLLISION = 353;
    localparam P8_LENGTH = 22;
    localparam P9_X_START = 35;
    localparam P9_X_END = 65;
    localparam P9_Y_START = 280;
    localparam P9_Y_END = 285;
    localparam P9_Y_COLLISION = 283;
    localparam P9_LENGTH = 30;
    localparam P10_X_START = 970 ;
    localparam P10_X_END = 1000;
    localparam P10_Y_START = 535;
    localparam P10_Y_END = 540;
    localparam P10_Y_COLLISION = 538;
    localparam P10_LENGTH = 30;
    localparam P11_X_START = 0;
    localparam P11_X_END = 70;
    localparam P11_Y_START = 675;
    localparam P11_Y_END = 680;
    localparam P11_Y_COLLISION = 678;
    localparam P11_LENGTH = 70;
    localparam P12_X_START = 35;
    localparam P12_X_END = 65;
    localparam P12_Y_START = 420;
    localparam P12_Y_END = 425;
    localparam P12_Y_COLLISION = 423;
    localparam P12_LENGTH = 30;
    localparam P13_X_START = 680;
    localparam P13_X_END = 750;
    localparam P13_Y_START = 675;
    localparam P13_Y_END = 680;
    localparam P13_Y_COLLISION = 678;
    localparam P13_LENGTH = 70;
    localparam P14_X_START = 300;
    localparam P14_X_END = 400;
    localparam P14_Y_START = 515;
    localparam P14_Y_END = 520;
    localparam P14_Y_COLLISION = 518;
    localparam P14_LENGTH = 100;
    localparam P15_X_START = 620;
    localparam P15_X_END = 680;
    localparam P15_Y_START = 515;
    localparam P15_Y_END = 520;
    localparam P15_Y_COLLISION = 518;
    localparam P15_LENGTH = 60;
    localparam P16_X_START = 350;
    localparam P16_X_END = 490;
    localparam P16_Y_START = 350;
    localparam P16_Y_END = 355;
    localparam P16_Y_COLLISION = 353;
    localparam P16_LENGTH = 140;
    localparam P17_X_START = 920 ;
    localparam P17_X_END = 960;
    localparam P17_Y_START = 455;
    localparam P17_Y_END = 460;
    localparam P17_Y_COLLISION = 458;
    localparam P17_LENGTH = 40;
    localparam P18_X_START = 965 ;
    localparam P18_X_END = 995;
    localparam P18_Y_START = 375;
    localparam P18_Y_END = 380;
    localparam P18_Y_COLLISION = 378;
    localparam P18_LENGTH = 30;
    localparam P19_X_START = 0;
    localparam P19_X_END = 1020;
    localparam P19_Y_START = 760;
    localparam P19_Y_END = 765;
    localparam P19_Y_COLLISION = 763;
    localparam P19_LENGTH = 1020;
    endpackage
package vga_pkg;
localparam HOR_PIXELS = 1024;
localparam VER_PIXELS = 768;
localparam HOR_TOTAL_TIME = 1344;
localparam HOR_SYNC_START = 1048;
localparam HOR_SYNC_END = 1184;
localparam HOR_BLANK_START = 1024;
localparam HOR_BLANK_END = 1344;
localparam VER_TOTAL_TIME = 806;
localparam VER_SYNC_START = 771;
localparam VER_SYNC_END = 777;
localparam VER_BLANK_START = 768;
localparam VER_BLANK_END = 806;
endpackage
 module key_decoder_movement(
    input  logic clk,
    input  logic rst,
    input  logic [15:0] keycode,
    output  logic right,
    output  logic left,
    output  logic jump
 );
    logic r_nxt, l_nxt, j_nxt;
    logic [7:0] ctr, ctr_nxt;
    always_ff @(posedge clk) begin
        if(rst)begin
            right <= '0;
            left <= '0;
            jump <= '0;
            ctr <= '0;
        end
        else begin
            right <= r_nxt;
            left <= l_nxt;
            jump <= j_nxt;
             ctr <= ctr_nxt;
        end
    end
    always_comb begin
        if(keycode[15:8] == 8'hf0) begin
            if(keycode[7:0] == 8'h1C) begin
                    r_nxt = right;
                    l_nxt = 0;
                end
            else if(keycode[7:0] == 8'h23) begin
                    l_nxt = left; 
                    r_nxt = 0; 
                end
            else begin
                    r_nxt = right;
                    l_nxt = left;
            end
        end
        else begin
            if(keycode[7:0] == 8'h1C) begin
                    r_nxt = right;
                    l_nxt = 1;
                end
            else if(keycode[7:0] == 8'h23) begin
                    l_nxt = left; 
                    r_nxt = 1; 
                end
            else begin
                    r_nxt = right;
                    l_nxt = left;
            end
        end
        if((keycode[7:0] == 8'h1D) && keycode[15:8] != 8'hf0) begin
            if(ctr > 50) begin  
                j_nxt = 0;
                ctr_nxt = 0;
            end
            else begin
                j_nxt = 1;
                ctr_nxt = ctr + 1;
            end            
        end
        else begin
            j_nxt = 0;
            ctr_nxt = 0;
        end
    end
 endmodule 
### run.sh
#!/bin/bash
# OpenROAD 26Q1-2900-gdf79404cd8, Yosys 0.63+post, stock flow scripts
make -C /OpenROAD-flow-scripts/flow DESIGN_CONFIG=/design/flow/config.mk WORK_HOME=/design/flow/orfs finish
### config.mk
export PLATFORM = sky130hd
export DESIGN_NAME = key_decoder_movement
export DESIGN_NICKNAME = key_decoder_movement
export VERILOG_FILES = /design/flow/design.v
export SDC_FILE = /design/flow/constraint.sdc
export NUM_CORES = 4
export LEC_CHECK = 1
export CORE_AREA = 10 10 78 78
export DIE_AREA = 0 0 88 88
### constraint.sdc
current_design key_decoder_movement

set clk_period 1.7
set clk_io_pct 0.2

create_clock -name clk0 -period $clk_period [get_ports {clk}]

set non_clock_inputs [all_inputs -no_clocks]
set_input_delay [expr $clk_period * $clk_io_pct] -clock clk0 $non_clock_inputs
set_output_delay [expr $clk_period * $clk_io_pct] -clock clk0 [all_outputs]
==> results.cfg <==
; generated from flow reports
[outcome]
outcome = finished, final reports clean

[timing]
max_freq_mhz = 628
finalHoldViolCount = 0
setup_tns_ns = 0
fin_crit_sh_pct = 93.7
period_needed_ns = 1.59
finalClockSkew_ns = 0.00158
fin_ws_ns = 0.106
tightest_slew_ns = 0.491
slew_headroom_pct = 66.8
setup_violations = 0
report.final.slew_viol_count = 0

[grt]
grt_util_met2_pct = 5.36
gr-usage-met1_pct = 4.23
grt_pass1_wl_mm = 2.29
grt_use_met3_pct = 1.78
grt_usage_pct = 3.47
grt.busiest_layer = met2
overflow = 0
grt_pass1_vias = 549
grt_max_degree = 10
antenna_found_initial = 0

[floorplan]
chip_area_mm2 = 0.00774
die_y_um = 88
die_w_um = 88
coreArea_mm2 = 0.00441
fp_util_pct = 11.5
io_pins = 21
rows = 24

[routing]
num_vias = 484
drt-initial-drc-count = 8
wl_mm = 1.35
avgRoutedWirePerCell_um = 10.3
via_per_inst = 3.69
diodes = 0
ant_nets = 0
drc = 0
firstDrtPassIters = 2

[logic_synthesis]
synth_chip_area_um2 = 505
ys_seq_share_pct = 43.6
synthTopCellsByCount = dfxtp_1 (11), nor4_1 (5)
synth_top_cell_by_count = dfxtp_1
netlist_area_um2 = 505
synth_flops = 11
syn_area_per_cell_um2 = 11.0
edf_count = 0
top_area_cell = dfxtp_1
top_area_share_pct = 43.6
yosysWarnings = 1
synth.distinct_cells = 25
area_leaders = dfxtp_1 (44%), nor4_1 (6.2%), ha_1 (5.0%)
netlist_instances = 46
ys_async_sr_fraction_pct = 0
ff_type = dfxtp_1
ys_cells = 46

[flow_run]
warnings = 26
maxCapViolCount = 0

[clocking]
cts.sink_count = 11
cts_hold_buffers = 0
cts_tree = done
cts_buffer_depth = 2
clk_pin_slew_worst_paths_ns = 0.05
cts_max_level = 1
worstSkewPairLatency_ns = 0.23
cts_buffers = 3
cts-root-buf = clkbuf_8

[cells_and_area]
final_layout_size_suffix_gt1_share_pct = 22.8
syn2layout_area_growth_pct = 75.2
num-fill-cells = 450

[pwr]
p_leak_nw = 0.311
power_density_mw_per_mm2 = 656
finalPower_w = 0.000581
peakVddDrop_mv = 0.437

[placement]
dp_hpwl_mm = 1.13
place_congestion = 0.833
place_ws_ns = -0.147
portBuffers = 20

[critical_path]
cp-end-kind = flop
reg2reg_slack_ns = 0.33
critical_path_arrival_ns = 1.73
crit_type = primary input to flop
cp-start-kind = primary input
cp_max_fo = 2
required_ns = 1.84

[min_path]
hold_class = flop to flop
-- final cells by class --
type / count / area (um^2) / area share [%]
sequential: 11 / 220 / 24.9
multi-input combinational: 35 / 292 / 32.9
timing repair buffer: 28 / 260 / 29.4
clock buffer: 4 / 45.0 / 5.08
tap: 52 / 65.1 / 7.34
inverter: 1 / 3.75 / 0.424
-- worst max-delay path, cell delays in order --
cell	delay, ns
clkdlybuf4s50_1	0.48
buf_4	0.11
nor4b_1	0.42
a21oi_1	0.14
a311oi_1	0.25
-- per-layer routing --
metal,vias to the layer above,routed length [um]
met5,-,0
met4,0,11
met3,2,110
met2,12,618
met1,222,614
li1,248,-
-- flip-flops by register name, summed over array words and instances, names as in the netlist --
name / cells
right: 1
ctr: 8
left: 1
jump: 1
-- where the power goes --
part	total (W)	internal (W)	leakage (nW)	switching (W)
Clock	0.000254	0.000164	0.0228	0.0000897
Combinational	0.0000645	0.0000473	0.199	0.0000172
Sequential	0.000263	0.000261	0.0893	0.00000154
Total	0.000581	0.000473	0.311	0.000108
-- cells in the final DEF, fill, tap and decap left out, drive strengths merged --
master	count
conb	2
a2111oi	1
nor4bb	2
nor4	5
dfxtp	11
nor4b	3
nand2	1
clkdlybuf4s50	20
o311a	1
or3	1
inv	1
nor2	1
nor3	1
xor2	2
o21ai	1
ha	2
a21oi	2
xnor2	1
clkbuf	4
nor2b	2
nand4	2
nand3	2
or4	1
buf	8
a311oi	2
-- timing repair --
item | CTS | global route
hold endpoints to repair | 0 | 0
gates resized | 0 | 1
setup buffers | 0 | 1
endpoints found under the setup margin | 0 | 2
-- metrics by stage --
step | utilization, % | hold slack, ns | instance area [um^2] | instances
after floorplan | - | 0.412 | 509 | 47
after global placement | 18.7 | 0.490 | 827 | 126
after detailed placement | 18.7 | 0.499 | 827 | 126
after CTS | 19.8 | 0.515 | 872 | 130
after global routing | 20.1 | 0.557 | 886 | 131
final | 20.1 | 0.517 | 886 | 131
-- path summary, 6_finish.rpt --
| kind | cells after the start | endpoint | start |
|---|---|---|---|
| setup / recovery | 5 | right$_SDFFE_PP0P_ | keycode[0] |
| hold / removal | 1 | ctr[0]$_SDFF_PP0_ | ctr[0]$_SDFF_PP0_ |
| setup reg to reg | 4 | ctr[4]$_SDFF_PP0_ | ctr[6]$_SDFF_PP0_ |
| hold reg to reg | 1 | ctr[0]$_SDFF_PP0_ | ctr[0]$_SDFF_PP0_ |
-- logic make-up (layout without fill, tap and decap cells) --
group	count (synthesis)	count (layout)	share of synthesized area (%)
AOI/OAI and AO/OA	7	7	11.6
xor gates and xnor gates	3	3	5.20
DFF	11	11	43.6
and+or+nand+nor	21	21	33.2
other	1	2	0.742
adders and majority gates	2	2	4.95
buffers and inverters	1	33	0.742
Power is estimated from default activity; no workload was simulated.
