**/design/flow/config.mk**
```make
export PLATFORM = sky130hd
export DESIGN_NAME = char_rom_gameover
export DESIGN_NICKNAME = char_rom_gameover
export VERILOG_FILES = /design/flow/design.v
export SDC_FILE = /design/flow/constraint.sdc
export NUM_CORES = 4
export LEC_CHECK = 1
export CORE_AREA = 10 10 79 79
export DIE_AREA = 0 0 89 89
```
**/design/flow/constraint.sdc**
```tcl
current_design char_rom_gameover

set clk_period 2.2
set clk_io_pct 0.2

create_clock -name clk0 -period $clk_period [get_ports {clk}]

set non_clock_inputs [all_inputs -no_clocks]
set_input_delay [expr $clk_period * $clk_io_pct] -clock clk0 $non_clock_inputs
set_output_delay [expr $clk_period * $clk_io_pct] -clock clk0 [all_outputs]
```
**/design/flow/design.v**
```verilog
interface pos_if;
        logic [9:0] x, y;
        modport in (input x, y);
        modport out (output x, y);
endinterface
 import vga_pkg::*;
interface vga_if;
        logic [10:0] vcount, hcount;
        logic [11:0] rgb;
        logic vsync, vblnk, hsync, hblnk;
        modport in (input vcount, hcount, vsync, hsync, vblnk, hblnk, rgb);
        modport out (output vcount, hcount, vsync, hsync, vblnk, hblnk, rgb);
endinterface
interface vga_if_norgb;
        logic [10:0] vcount, hcount;
        logic vsync, vblnk, hsync, hblnk;
        modport in (input vcount, hcount, vsync, hsync, vblnk, hblnk);
        modport out (output vcount, hcount, vsync, hsync, vblnk, hblnk);
endinterface
 package game_pkg;
   localparam COLOR_PINK = 12'hf_6_f;
    localparam NUMBER_WIDTH = 22;
    localparam NUMBER_HEIGHT = 36;
    localparam NUMBER_BG_COLOR = 12'hf_f_f;
    localparam TOM_WIDTH = 32;
    localparam TOM_HEIGHT = 50;
    localparam TOM_BG_COLOR = COLOR_PINK;
    localparam JERRY_WIDTH = 25;
    localparam JERRY_HEIGHT = 32;
    localparam JERRY_BG_COLOR = 12'hf_7_f;
    localparam CHEESE_WIDTH = 25;
    localparam CHEESE_HEIGHT = 18;
    localparam CHEESE_BG_COLOR = 12'hf_f_f;
    localparam P1_X_START = 180;
    localparam P1_X_END = 650;
    localparam P1_Y_START = 595;
    localparam P1_Y_END = 600;
    localparam P1_Y_COLLISION = 598;
    localparam P1_LENGTH = 470;
    localparam P2_X_START = 780;
    localparam P2_X_END = 920;
    localparam P2_Y_START = 595;
    localparam P2_Y_END = 600;
    localparam P2_Y_COLLISION = 598;
    localparam P2_LENGTH = 140;
    localparam P3_X_START = 60;
    localparam P3_X_END = 250;
    localparam P3_Y_START = 455;
    localparam P3_Y_END = 460;
    localparam P3_Y_COLLISION = 458;
    localparam P3_LENGTH = 190;
    localparam P4_X_START = 500;
    localparam P4_X_END = 600;
    localparam P4_Y_START = 455;
    localparam P4_Y_END = 460;
    localparam P4_Y_COLLISION = 458;
    localparam P4_LENGTH = 100;
    localparam P5_X_START = 600;
    localparam P5_X_END = 900;
    localparam P5_Y_START = 315;
    localparam P5_Y_END = 320;
    localparam P5_Y_COLLISION = 318;
    localparam P5_LENGTH = 300;
    localparam P6_X_START = 125;
    localparam P6_X_END = 450;
    localparam P6_Y_START = 265;
    localparam P6_Y_END = 270;
    localparam P6_Y_COLLISION = 268;
    localparam P6_LENGTH = 325;
    localparam P7_X_START = 650;
    localparam P7_X_END = 750;
    localparam P7_Y_START = 70;
    localparam P7_Y_END = 75;
    localparam P7_Y_COLLISION = 73;
    localparam P7_LENGTH = 100;
    localparam P8_X_START = 3;
    localparam P8_X_END = 25;
    localparam P8_Y_START = 350;
    localparam P8_Y_END = 355;
    localparam P8_Y_COLLISION = 353;
    localparam P8_LENGTH = 22;
    localparam P9_X_START = 35;
    localparam P9_X_END = 65;
    localparam P9_Y_START = 280;
    localparam P9_Y_END = 285;
    localparam P9_Y_COLLISION = 283;
    localparam P9_LENGTH = 30;
    localparam P10_X_START = 970 ;
    localparam P10_X_END = 1000;
    localparam P10_Y_START = 535;
    localparam P10_Y_END = 540;
    localparam P10_Y_COLLISION = 538;
    localparam P10_LENGTH = 30;
    localparam P11_X_START = 0;
    localparam P11_X_END = 70;
    localparam P11_Y_START = 675;
    localparam P11_Y_END = 680;
    localparam P11_Y_COLLISION = 678;
    localparam P11_LENGTH = 70;
    localparam P12_X_START = 35;
    localparam P12_X_END = 65;
    localparam P12_Y_START = 420;
    localparam P12_Y_END = 425;
    localparam P12_Y_COLLISION = 423;
    localparam P12_LENGTH = 30;
    localparam P13_X_START = 680;
    localparam P13_X_END = 750;
    localparam P13_Y_START = 675;
    localparam P13_Y_END = 680;
    localparam P13_Y_COLLISION = 678;
    localparam P13_LENGTH = 70;
    localparam P14_X_START = 300;
    localparam P14_X_END = 400;
    localparam P14_Y_START = 515;
    localparam P14_Y_END = 520;
    localparam P14_Y_COLLISION = 518;
    localparam P14_LENGTH = 100;
    localparam P15_X_START = 620;
    localparam P15_X_END = 680;
    localparam P15_Y_START = 515;
    localparam P15_Y_END = 520;
    localparam P15_Y_COLLISION = 518;
    localparam P15_LENGTH = 60;
    localparam P16_X_START = 350;
    localparam P16_X_END = 490;
    localparam P16_Y_START = 350;
    localparam P16_Y_END = 355;
    localparam P16_Y_COLLISION = 353;
    localparam P16_LENGTH = 140;
    localparam P17_X_START = 920 ;
    localparam P17_X_END = 960;
    localparam P17_Y_START = 455;
    localparam P17_Y_END = 460;
    localparam P17_Y_COLLISION = 458;
    localparam P17_LENGTH = 40;
    localparam P18_X_START = 965 ;
    localparam P18_X_END = 995;
    localparam P18_Y_START = 375;
    localparam P18_Y_END = 380;
    localparam P18_Y_COLLISION = 378;
    localparam P18_LENGTH = 30;
    localparam P19_X_START = 0;
    localparam P19_X_END = 1020;
    localparam P19_Y_START = 760;
    localparam P19_Y_END = 765;
    localparam P19_Y_COLLISION = 763;
    localparam P19_LENGTH = 1020;
    endpackage
package vga_pkg;
localparam HOR_PIXELS = 1024;
localparam VER_PIXELS = 768;
localparam HOR_TOTAL_TIME = 1344;
localparam HOR_SYNC_START = 1048;
localparam HOR_SYNC_END = 1184;
localparam HOR_BLANK_START = 1024;
localparam HOR_BLANK_END = 1344;
localparam VER_TOTAL_TIME = 806;
localparam VER_SYNC_START = 771;
localparam VER_SYNC_END = 777;
localparam VER_BLANK_START = 768;
localparam VER_BLANK_END = 806;
endpackage
`timescale 1 ns / 1 ps
module char_rom_gameover
    #( parameter
    TOM = 1
    )
(
    input  logic clk,
    input  logic [11:0] char_xy,
    output logic [6:0] char_code
);
logic [6:0] data;
always_ff @(posedge clk) begin
    char_code <= data;
end
always_comb begin
    if(TOM == 1) begin
        case(char_xy) 
            12'h000: data = "T";
            12'h001: data = "O";
            12'h002: data = "M";   
            12'h003: data = " ";
            12'h004: data = "W";
            12'h005: data = "I";
            12'h006: data = "N";
            12'h007: data = "S";
            12'h008: data = " ";
            12'h009: data = "P";
            12'h00a: data = "R";
            12'h00b: data = "E";    
            12'h00c: data = "S";
            12'h00d: data = "S";
            12'h00e: data = " ";
            12'h00f: data = "E";
            12'h010: data = "N";
            12'h011: data = "T";
            12'h012: data = "E";
            12'h013: data = "R";
            12'h014: data = " ";
            12'h015: data = "T";
            12'h016: data = "O";
            12'h017: data = " ";
            12'h018: data = "R";
            12'h019: data = "E";
            12'h01a: data = "S";
            12'h01b: data = "E";
            12'h01c: data = "T";
            default: data = 7'h20;
        endcase
    end
    else begin
        case(char_xy) 
            12'h000: data = "J";
            12'h001: data = "E";
            12'h002: data = "R";   
            12'h003: data = "R";
            12'h004: data = "Y";
            12'h005: data = " ";
            12'h006: data = "W";
            12'h007: data = "I";
            12'h008: data = "N";
            12'h009: data = "S";
            12'h00a: data = " ";
            12'h00b: data = "P";
            12'h00c: data = "R";
            12'h00d: data = "E";    
            12'h00e: data = "S";
            12'h00f: data = "S";
            12'h010: data = " ";
            12'h011: data = "E";
            12'h012: data = "N";
            12'h013: data = "T";
            12'h014: data = "E";
            12'h015: data = "R";
            12'h016: data = " ";
            12'h017: data = "T";
            12'h018: data = "O";
            12'h019: data = " ";
            12'h01a: data = "R";
            12'h01b: data = "E";
            12'h01c: data = "S";
            12'h01d: data = "E";
            12'h01e: data = "T";
            default: data = 7'h20;
        endcase
    end
end
endmodule 
```
**/design/flow/run.sh**
```bash
#!/bin/bash
# OpenROAD 26Q1-2900-gdf79404cd8, Yosys 0.63+post, stock flow scripts
make -C /OpenROAD-flow-scripts/flow DESIGN_CONFIG=/design/flow/config.mk WORK_HOME=/design/flow/orfs finish
```
==> run notes <==
fresh numbers from the pnr run: fraction of power spent switching nets between 20 and 25%, Sw Pwr slightly below 0.1 mW, most numerous logic cell after layout clkdlybuf4s50_1, clk slew on worst S/H paths 40 ps, Final Cell Area between 900 and 1000 um^2, cells along the critical path clkdlybuf4s50_1 > inv_1 > ha_1 > nand2b_1 > nor2_1 > a311oi_1 > a21oi_1, CP endpoint kind register, Core Footprint 4660 um^2, Clock Tree Buf Depth 2, chip area 7920 um^2, largest net degree at the start of global routing 21, Rel. slew slack a little over two thirds, synthesized area between 600 and 700 um^2, slowest stage delay, CP 550 ps, Root Buffer Master clkbuf_8, Post-DRT Antenna Nets 0, TritonRoute pass-1 iters 6, Hold Fails Final Rpt 0, startpoint types input port, CTS tree yes, clk sinks 7, Via density 3.86, fin crit share 86.8%, Pleak 0.369 nW, Synth Area per Inst 8.25 um^2, TritonCTS Buffers 3, Synth Register Bits 7, worst hold-check path type in -> reg, Internal roughly 0.30 mW, Cell Type Count 24, post-DP HPWL 1230 um, Post-CTS Setup Inserts 0, Die Y 89 um, Highest Clock Rate 523 MHz, gpl congestion 0.806, minimum clock period between 1500 and 2000 ps, Seq share, synth 23.0%, Port-buffer cells 19, Resize count post-CTS 0, outcome finished, final reports clean, final cell count without fillers 152, die width between 80 and 90 um, vias 587, most numerous logic cells after layout clkdlybuf4s50_1 (19), ha_1 (8), o21ai_0 (7), nand2_1 (7), dfxtp_1 (7), Max Fanout on Critical Path 5, Diodes inserted 0, area delta synth->final 54.7%, slowest cell on the critical path clkdlybuf4s50_1, wire per inst around 9.9 um, Max VDD drop 0.144 mV, Yosys Chip Area roughly 610 um^2, vias in the first global route 581, setup TNS 0 ps, WP data required 2290 ps, Largest regs char_code: 7 flops, dpl ws 61.3 ps, DRC viols 0, Seq pwr share about a third, cts hold-fix bufs 0, yosys warns 1, Post-Route WL 1510 um, Total Power 0.401 mW, layout cells sized above 1 13.3%, DR iter-0 viols 56, OpenROAD warning count 32, Total GRT Usage 3.86%, instance count of the mapped netlist 74, Placed Cells around 150, Std-Cell Rows 25, crit path kind in -> reg, I/O pins 20, clock power share 43.5%, RSZ-0062 raised after global routing no, Pwr Density 424 nW/um^2, slew of the pin with the lowest slew margin 437 ps, delay-heaviest family, CP buffers and inverters, Final Max Tran Viols 0, PnR worst setup slack 290 ps, dpl cell area 900 um^2, Comb pwr share 24.5%, flip-flop count of the largest register after layout 7, H-tree levels 1, first-pass GRT wire length ~2500 um, number of max-cap violations 0, initial antenna violation count 0, Finish-stage setup viols 0, total grt overflow 0, # Cells Yosys roughly 74, worst path bufs/invs 2, Largest Register char_code, Pre-Place Util 13.1%, arrival time at the worst endpoint 2000 ps
[cell usage after synthesis]
cell type	number	area, um^2
nand2_1	7	26.3
nor3b_1	1	7.51
inv_1	4	15.0
nor4_2	1	12.5
buf_4	1	7.51
a21o_2	2	17.5
nor3_1	1	5.00
nand2b_1	2	12.5
nor2_1	5	18.8
mux2i_1	6	60.1
o41ai_1	1	8.76
o21ai_0	7	35.0
a311oi_1	3	26.3
nor2b_1	2	12.5
ha_1	8	100
buf_1	1	3.75
a21oi_1	3	15.0
a2111o_1	1	11.3
buf_2	3	15.0
nand3_1	2	10.0
a211oi_1	3	22.5
a31oi_1	2	12.5
a2111oi_2	1	15.0
dfxtp_1	7	140
[layer usage]
metal	share of wire (%)	global-route usage, %
met3	7.0	0.918
met2	39	6.18
met5	0	0
met1	52	5.21
met4	2.3	0.723
[worst min-delay path: stages]
cell             delay [ps]
clkdlybuf4s50_1         450
nand3_1                 100
a21oi_1                  80
[worst paths after layout]
check                  start      endpoint  slack (ps)  depth (start not counted)
setup / recovery  char_xy[1]  char_code[0]         290                          7
hold / removal    char_xy[3]  char_code[0]         900                          3
[cells by family (layout without fill, tap and decap cells)]
family,after synthesis,after routing,share of synthesized area (%)
AND-OR/OR-AND,23,23,26.8
AND/OR/NAND/NOR,21,21,17.2
buffers and inverters,9,33,6.76
adder cells (fa/ha/maj),8,8,16.4
flip-flops,7,7,23.0
multiplexers,6,6,9.84
[area by class of cell]
cell class | instances | area, um^2
Clock buffer | 4 | 45.0
Fill cell | 508 | 3720
Inverter | 4 | 15.0
Multi-Input combinational cell | 58 | 429
Sequential cell | 7 | 140
Tap cell | 54 | 67.6
Timing Repair Buffer | 25 | 248
[through the flow]
stage,utilization (%),hold slack [ps]
floorplan,-,596
global placement,19.3,1110
detailed placement,19.3,1110
CTS,20.3,914
global route,20.3,965
finish,20.3,905
[power groups by stage]
| stage | Sequential (mW) | Combinational [mW] | Clock [mW] |
|---|---|---|---|
| CTS | 0.128 | 0.0983 | 0.177 |
| finish | 0.128 | 0.0982 | 0.174 |
| global route | 0.128 | 0.109 | 0.190 |
No activity file was given, so power comes from the tool's default toggle rates.
